--- flow/run.sh ---
#!/bin/bash
# OpenROAD 26Q1-2900-gdf79404cd8, Yosys 0.63+post, stock flow scripts
make -C /OpenROAD-flow-scripts/flow DESIGN_CONFIG=/design/flow/config.mk WORK_HOME=/design/flow/orfs finish
--- flow/config.mk ---
export PLATFORM = sky130hd
export DESIGN_NAME = RegFile
export DESIGN_NICKNAME = RegFile
export VERILOG_FILES = /design/flow/design.v
export SDC_FILE = /design/flow/constraint.sdc
export NUM_CORES = 4
export LEC_CHECK = 1
export CORE_UTILIZATION = 50
--- flow/constraint.sdc ---
current_design RegFile

set clk_period 2.4
set clk_io_pct 0.2

create_clock -name clk0 -period $clk_period [get_ports {Clk}]

set non_clock_inputs [all_inputs -no_clocks]
set_input_delay [expr $clk_period * $clk_io_pct] -clock clk0 $non_clock_inputs
set_output_delay [expr $clk_period * $clk_io_pct] -clock clk0 [all_outputs]
--- flow/design.v ---
module RegFile #( parameter n = 4 , m = 8 )
  ( 
  input                Clk,Rst,
  input                RdEn,WrEn,
  input       [n-1:0]  address,
  input       [m-1:0]  WrData,
  output reg  [m-1:0]  RdData,
  output reg           Rd_dataValid,
  output      [m-1:0]  REG0,REG1,REG2,REG3
  );
  reg [m-1:0] register [15:0];
  always @(posedge Clk or negedge Rst)
  begin
    if ( !Rst )
      begin
        RdData <= 0;
        Rd_dataValid <= 0;
        register[0] <= 0;
        register[1] <= 0;
        register[2] <= 'b001000_01;
        register[3] <= 'b0000_1000;
     end
    else
      begin
        if ( WrEn & ! RdEn)
            register[address] <= WrData;
        else if ( RdEn & ! WrEn)
          begin
            RdData <= register[address];
            Rd_dataValid <= 1'b1;
          end
        else
          Rd_dataValid <= 1'b0;
    end
 end  
 assign REG0 = register[0];
 assign REG1 = register[1]; 
 assign REG2 = register[2]; 
 assign REG3 = register[3];         
endmodule
==> run summary <==
Slew Viols, Final = 0
Mapped Cells = 394
Number of cells in Yosys stat = 394
Number of enable flip-flop cells = 96
Final wirelength = 14200 µm
Antenna cells = 0
Clock buffer depth = 2
DRT iter0 DRCs = 225
Mapped cell area = 5800 µm²
Clk sink count = 137
Count of cell types in the netlist = 45
Most numerous logic cell after layout = edfxtp_1
MI comb area = 1730 µm²
FP Util = 52.4%
Worst skew pair latency = 0.40 ns
Drt wl/cell = 21.7 µm
Antenna violations before repair = 0
Internal power = 0.00466 W
Combinational Power Share = 11.6%
Most instantiated logic cells after routing = 96 x edfxtp_1, 54 x clkdlybuf4s50_1, 53 x buf_4
H-tree depth = 4
Worst Hold Margin = 0.191 ns
PortBufs = 56
DIE AREA = 12000 µm²
Dpl ws = -0.103 ns
Dominant flop cell = edfxtp_1
Startpoint type of the worst setup path = input pin
Num CTS Buffers = 17
IO Pins = 57
Worst-path clk slew = 0.06 ns
CTS tree = done
Crit-path max FO = 8
Asr flop ratio synth = 29.9%
Global-route wire length before repair = 21900 µm
Count of final setup violators = 0
FF+latch area = 3910 µm²
CORE AREA = 11100 µm²
YS warnings = 2
Fin Clk Skew = 0.00787 ns
Count of tool warnings = 25
GRT overflow = 0
Final Util = 67.5%
Final worst slack = 0.306 ns
Postcts setup bufs = 0
Flop pwr share = 46.6%
Maximum vdd drop = 0.908 mV
Final Hold Violation Tally = 0
Largest net degree at the start of global routing = 62
Final Non-Filler Cells = 654
Worst-margin pin slew = 0.771 ns
NetSw = 0.00134 W
Antenna-violating nets left = 0
Synthesis-to-layout area growth = 28.8%
Power per Cell Area = 803 nW/µm²
Worst Path Arrival = 2.21 ns
Crit end category = flip-flop
Die width = 110 µm
Layout cells sized above 1 = 27.2%
Maximum clock frequency = 477 MHz
Filler instances = 796
Vias = 3802
RSZ-0062 raised after global routing = no
Inst Count DP = 622
Tcrit/Tclk final = 87.3%
Total GRT Usage = 27.7%
Detailed-route DRC error count = 0
Net Sw Frac = 22.3%
Hpwl dp = 9470 µm
Worst path required time = 2.51 ns
TritonRoute pass-1 iters = 4
# resized after CTS = 0
Sequential share of the synthesized area = 67.4%
Cell Rows = 38
CTS Hold Bufs = 0
Routability cong. = 0.937
Syn avg cell area = 14.7 µm²
Registers, synthesis = 137
Relative slew margins = 48.4%
Finished Cell Area = 7470 µm²
Vias per inst = 5.81
Max-cap viol count = 0
Tmin final = 2.09 ns
CP Class = in2reg
Worst Hold Class = in2async
Die y size = 110 µm
Root Buffer = clkbuf_16
Clock Power Share = 41.8%
Vias in the first global route = 3832
Placed Area = 6900 µm²
Outcome = completed
Chip area in the Yosys report = 5800 µm²
Total leakage power = 2.73 nW
## state kept, by name, indices dropped and copies added, names as in the netlist
name / flops
register: 128
RdData: 8
Rd_dataValid: 1
## critical path, stage by stage
cell	delay [ns]
clkdlybuf4s50_1	0.53
nor2b_1	0.51
nand2_1	0.22
nor3_1	0.26
buf_4	0.21
## power by group through the flow
stage	Sequential [W]	Clock [W]	Combinational, W
finish	0.00280	0.00251	0.000696
global route	0.00281	0.00267	0.000766
CTS	0.00280	0.00255	0.000703
## final cells by class
type	instances	area share, %
Sequential cell	137	52.3
Multi-Input combinational cell	228	23.2
Clock inverter	14	1.98
Tap cell	140	2.34
Clock buffer	18	5.74
Inverter	2	0.100
Timing Repair Buffer	115	14.3
## path summary, 6_finish.rpt
check                               start        endpoint  slack [ns]  depth (start not counted)
setup / recovery               address[2]  register[4][0]        0.31                          5
hold / removal                        Rst  register[0][0]        0.19                          2
setup reg to reg           register[4][5]       RdData[5]        0.88                          4
hold reg to reg              Rd_dataValid    Rd_dataValid        0.53                          2
max in group asynchronous             Rst  register[2][5]        1.83                          2
min in group clk0            Rd_dataValid    Rd_dataValid        0.53                          2
## metal layers
layer	share of wire [%]	wire length, µm	GRT usage, %	vias up
li1	-	-	-	1772
met1	45	6420	47.2	1837
met2	42	5990	35.9	186
met3	12	1660	15.1	7
met4	0.99	141	2.48	0
met5	0	0	0	-
## logic make-up after synthesis
| group | after synthesis | synth area share (%) |
|---|---|---|
| flops | 137 | 67.4 |
| simple gates | 100 | 10.8 |
| compound gates | 85 | 10.8 |
| mux | 43 | 8.26 |
| buf+inv | 29 | 2.67 |
## per-stage QoR
step	setup TNS [ns]	total power, W
floorplan	0	0.00306
global placement	-0.137	0.00353
detailed placement	-1.64	0.00354
CTS	0	0.00605
global route	0	0.00625
finish	0	0.00600
## cells in the mapped netlist (2+ instances only)
master | count | area (µm²)
nor2b_1 | 7 | 43.8
a221oi_1 | 2 | 17.5
nand3b_1 | 33 | 248
clkbuf_1 | 8 | 30.0
buf_6 | 3 | 33.8
nand2b_1 | 4 | 25.0
a2111oi_0 | 7 | 61.3
and3b_1 | 3 | 26.3
a21oi_1 | 22 | 110
edfxtp_1 | 96 | 2880
a22oi_1 | 6 | 45.0
buf_4 | 2 | 15.0
nand3_1 | 7 | 35.0
nor4_1 | 2 | 12.5
o22ai_1 | 8 | 50.1
mux2_2 | 39 | 439
nor2_1 | 10 | 37.5
buf_2 | 12 | 60.1
a31oi_1 | 6 | 37.5
inv_1 | 2 | 7.51
and2_1 | 2 | 12.5
a32o_1 | 7 | 70.1
dfrtp_1 | 38 | 951
nor3_1 | 3 | 15.0
a22o_1 | 20 | 175
dfstp_2 | 3 | 78.8
mux2i_1 | 4 | 40.0
nand2_1 | 21 | 78.8
Power figures rest on the tool's default switching activity, not on a simulated workload.
