==> flow/design.v <==
module UART_RX(
  input        CLK,
  input        RST,
  input        RX_IN,
  input  [4:0] prescale,
  input        PAR_EN,
  input        PAR_TYP,
  output       Data_valid,
  output [7:0] P_DATA,
  output       parity_error,
  output       framing_error
  );
wire enable,
     data_samp_en,
     par_chk_en,
     strt_chk_en,
     strt_glitch,
     stp_chk_en,
     deser_en,
     sampled_bit;
wire [4:0] bit_cnt,
           edge_cnt;
FSM_RX F0(
.CLK(CLK),
.RST(RST),
.RX_IN(RX_IN),
.bit_cnt(bit_cnt),
.edge_cnt(edge_cnt),
.PAR_EN(PAR_EN),
.par_err(parity_error),
.strt_glitch(strt_glitch),
.stp_err(framing_error),
.enable(enable),
.data_samp_en(data_samp_en),
.par_chk_en(par_chk_en),
.strt_chk_en(strt_chk_en),
.stp_chk_en(stp_chk_en),
.deser_en(deser_en),
.data_valid(Data_valid)
);
data_sampling S0(
.clk(CLK),
.RX_IN(RX_IN),
.prescale(prescale),
.data_samp_en(data_samp_en),
.edge_cnt(edge_cnt),
.sampled_bit(sampled_bit)
);
deserializer D0(
.clk(CLK),
.deser_en(deser_en),
.sampled_bit(sampled_bit),
.edge_cnt(edge_cnt),
.bit_cnt(bit_cnt),
.P_DATA(P_DATA)
);
edge_bit_counter E0(
.enable(enable),
.clk(CLK),
.PAR_EN(PAR_EN),
.bit_cnt(bit_cnt),
.edge_cnt(edge_cnt)
);
parity_check P0(
.par_chk_en(par_chk_en),
.PAR_TYP(PAR_TYP),
.P_DATA(P_DATA),
.sampled_bit(sampled_bit),
.par_err(parity_error)
);
stop_check S_C0 (
.stp_chk_en(stp_chk_en),
.sampled_bit(sampled_bit),
.stp_err(framing_error)
);
strt_check S_C1(
.strt_chk_en(strt_chk_en),
.sampled_bit(sampled_bit),
.strt_glitch(strt_glitch)
);
endmodule
module data_sampling(
  input            clk,
  input            RX_IN,
  input  [4:0]     prescale,
  input            data_samp_en,
  input  [4:0]     edge_cnt,
  output           sampled_bit
  );
  reg [2:0] s;
  always @(posedge clk)
   begin
    if(data_samp_en)
      begin
      if( edge_cnt == (prescale/2)-1 )
        s[0] <= RX_IN;
      else if( edge_cnt == (prescale/2) )
        s[1] <= RX_IN;
      else if( edge_cnt == (prescale/2)+1 )
        s[2] <= RX_IN;
     end
    else
      s <= 3'b0;
   end
 assign sampled_bit = (~s[2]&s[0]&s[1]) | ( s[2]& ( ( s[0]^s[1] ) | (s[0]&s[1]) ));
 endmodule
module deserializer(
  input                clk,
  input                deser_en,
  input                sampled_bit,
  input        [4:0]   edge_cnt,bit_cnt,
  output reg   [7:0]   P_DATA
  );
  always @(posedge clk)
  begin
    if(deser_en)
      begin
        if (edge_cnt == 6 && bit_cnt < 9)
           P_DATA <= {sampled_bit,P_DATA[7:1]};
       end
     else
       begin
        P_DATA <= 0;
      end
  end
endmodule  
module edge_bit_counter(
  input           enable,
  input           clk,
  input           PAR_EN,
  output  [4:0]   bit_cnt,
  output  [4:0]   edge_cnt
  );
reg [4:0] bit_cnt_wire,edge_cnt_wire;
always @(posedge clk)
 begin
  if(enable)
    begin
    if(edge_cnt_wire == 7)
     begin
      edge_cnt_wire = 1'b0;
      bit_cnt_wire = bit_cnt_wire + 1'b1;
      if( !PAR_EN && bit_cnt_wire == 10)
          bit_cnt_wire = 0;
      else if ( PAR_EN && bit_cnt_wire == 11)
        bit_cnt_wire = 0;
     end
     else 
      edge_cnt_wire = edge_cnt_wire + 1'b1;
    end
  else 
    begin
     edge_cnt_wire = 0;
     bit_cnt_wire = 0; 
    end
 end
assign bit_cnt = bit_cnt_wire;
assign edge_cnt = edge_cnt_wire;
endmodule
module parity_check (
input        par_chk_en,
input        PAR_TYP,
input [7:0]  P_DATA,
input        sampled_bit,
output       par_err
);
parameter Even = 0,
          Odd = 1;
reg par_calc;
always @(*)
begin
  case(PAR_TYP)
     Even: par_calc = ^P_DATA;
     Odd:  par_calc = ~^P_DATA;
   endcase
 end
 assign par_err = ( par_calc != sampled_bit ) & par_chk_en;
 endmodule 
module stop_check (
 input        stp_chk_en,
 input        sampled_bit,
 output       stp_err
 );
parameter stop_bit = 1;
assign stp_err = ( sampled_bit != stop_bit ) & stp_chk_en;
endmodule
module strt_check(
 input        strt_chk_en,
 input        sampled_bit,
 output       strt_glitch
 );
parameter start_bit = 0;
assign strt_glitch = ( sampled_bit != start_bit ) & strt_chk_en;
endmodule
module FSM_RX(
  input                CLK,
  input                RST,
  input                RX_IN,
  input        [4:0]   bit_cnt,edge_cnt,
  input                PAR_EN,par_err,
  input                strt_glitch,
  input                stp_err,
  output  reg          enable,
  output  reg          data_samp_en,
  output  reg          par_chk_en,
  output  reg          strt_chk_en,
  output  reg          stp_chk_en,
  output  reg          deser_en,
  output  reg          data_valid 
  );
  reg [1:0] current_state,next_state;
  parameter IDLE = 2'b00,
            receive_data=2'b01,
            parity = 2'b10,
            stop = 2'b11;
  always @(posedge CLK or negedge RST)
  begin
    if(!RST)
      current_state<=IDLE;
    else
      current_state<=next_state;
    end
    always @(*)
    begin
      enable = 0;
      data_samp_en=0;
      par_chk_en=0;
      strt_chk_en=0;
      stp_chk_en=0;
      deser_en=0;
      data_valid=0;
      case(current_state)  
        IDLE: 
        begin
          if(!RX_IN)
            begin
              enable=1;
              data_samp_en=1;
              if (edge_cnt ==5)
               strt_chk_en=1;
              if(strt_glitch)
                 next_state = IDLE;
              else if(edge_cnt == 7)
               next_state = receive_data;
             else
               next_state = IDLE;
            end
          else 
          begin
          next_state = IDLE;
          enable = 0;
          data_samp_en=0;
          par_chk_en=0;
          strt_chk_en=0;
          stp_chk_en=0;
          deser_en=0;
          data_valid=0;
          end
        end
        receive_data: 
        begin
          enable=1;
          data_samp_en=1;
          deser_en=1;
          if (bit_cnt == 8 && edge_cnt == 7)
            begin
              if (PAR_EN)
              next_state = parity;
              else
              next_state = stop;
            end
         else
            next_state = receive_data;
        end
        parity: 
        begin
          enable=1;
          data_samp_en=1;
          deser_en=1;
          if(edge_cnt == 5)
            par_chk_en = 1;
          if(par_err)
            next_state = IDLE;
          else if(bit_cnt == 9 && edge_cnt ==7)
           next_state = stop;
          else 
           next_state = parity;
        end
        stop: 
        begin
          enable=1;
          data_samp_en=1;
          deser_en=1;
          if(edge_cnt ==5)
            begin
            stp_chk_en = 1;
            if (stp_err)
             begin
              next_state = IDLE;
              data_valid=0;
             end
            else
              data_valid=1;
          end
          if(edge_cnt == 7 )
            begin
             next_state = IDLE;
             data_valid=1;
            end
          else if(edge_cnt == 6 )
            begin
             next_state = stop;
             data_valid=1;
            end
          else
           next_state = stop;
          end
      endcase
    end 
endmodule
module UART 
(
 input         TX_CLK,RX_CLK,RST,
 input         RX_IN_S,
 input  [7:0]  REG2,
 output        data_RX_P_valid,
 output [7:0]  RX_P_DATA,
 input  [7:0]  TX_P_DATA,
 input         data_TX_P_valid,
 output        TX_OUT_S,
 output        TX_OUT_S_valid,
 output        parity_error,framing_error
   );
UART_RX U_RX0 (
 .CLK(RX_CLK),
 .RST(RST),
 .RX_IN(RX_IN_S),
 .prescale(REG2[6:2]),
 .PAR_EN(REG2[0]),
 .PAR_TYP(REG2[1]),
 .Data_valid(data_RX_P_valid),
 .P_DATA(RX_P_DATA),
 .parity_error(parity_error),
 .framing_error(framing_error)
);
UART_TX U_TX0 (
.CLK(TX_CLK),
.RST(RST),
.P_DATA(TX_P_DATA),
.data_valid(data_TX_P_valid),
.PAR_EN(REG2[0]),
.PAR_TYP(REG2[1]),
.TX_OUT(TX_OUT_S),
.busy(TX_OUT_S_valid)
);
endmodule
module FSM (
  input              data_valid,
  input              ser_done,
  input              PAR_EN,
  input              CLK,RST,
  output reg         ser_en,
  output reg  [1:0]  mux_sel,
  output reg         busy
  );
  reg [2:0] current_state,next_state;
  parameter IDLE = 3'b000,
            start = 3'b001,
            send_data=3'b010,
            parity = 3'b011,
            stop = 3'b100;
  parameter start_bit = 2'b00,
            stop_bit = 2'b01,
            serial_data = 2'b10,
            parity_bit = 2'b11;
  always @(posedge CLK or negedge RST)
  begin
    if(!RST)
      current_state<=IDLE;
    else
      current_state<=next_state;
    end
    always @(*)
    begin
      ser_en=0;
      mux_sel=2'b01;
      busy=0;
      case(current_state)
        IDLE: 
        begin
          if(data_valid)
            begin
              ser_en=1;
              busy=1;
              next_state = start;
            end
          else next_state = IDLE;
        end
        start: 
        begin
          next_state = send_data;
          mux_sel=start_bit;
          ser_en=1;
          busy=1;
        end
        send_data: 
        begin
          mux_sel=serial_data;
          ser_en=1;
          busy=1;
          if (ser_done && PAR_EN) 
          begin
            ser_en=0;
            next_state = parity;
          end
          else if (ser_done && !PAR_EN)
            begin
              ser_en=0;
              next_state = stop;
            end
          else 
            next_state = send_data;
        end
        parity: 
        begin
         next_state = stop;
         mux_sel=parity_bit;
         ser_en=0;
         busy=1;
        end
        stop: 
        begin 
          mux_sel=stop_bit;
          busy=1;
          next_state = IDLE;
        end
default:
begin
next_state=IDLE;
end
      endcase
    end
endmodule
module UART_TX #(parameter width = 8)
(
  input               CLK,RST,
  input [width-1:0]   P_DATA,
  input               data_valid,
  input               PAR_EN,PAR_TYP,
  output              TX_OUT,
  output              busy
  );
  wire done,enable,data,parity;
  wire [1:0] selector;
  serializer S0(
  .P_DATA(P_DATA),
  .ser_en(enable),
  .CLK(CLK),
  .RST(RST),
  .ser_done(done),
  .ser_data(data)
  );
  FSM F0(
  .data_valid(data_valid),
  .ser_done(done),
  .PAR_EN(PAR_EN),
  .CLK(CLK),
  .RST(RST),
  .ser_en(enable),
  .mux_sel(selector),
  .busy(busy)
  );
  mux4_1 M0(
  .mux_sel(selector),
  .parity_bit(parity),
  .ser_data(data),
  .TX_OUT(TX_OUT)
  );
  parity_calc P0(
  .P_DATA(P_DATA),
  .data_valid(data_valid),
  .PAR_TYP(PAR_TYP),
  .par_bit(parity)
  );
endmodule
module mux4_1(
  input       [1:0]  mux_sel,
  input              parity_bit,
  input              ser_data,
  output reg         TX_OUT
  );
  parameter start_bit = 0,
            stop_bit = 1;
  always@(*)
  begin
    case(mux_sel)
      2'b00: TX_OUT = start_bit;
      2'b01: TX_OUT = stop_bit;
      2'b10: TX_OUT = ser_data;
      2'b11: TX_OUT = parity_bit;
    endcase
  end
endmodule
module parity_calc(
  input       [7:0] P_DATA,
  input             data_valid,
  input             PAR_TYP,
  output reg        par_bit
  );
  parameter Even = 0,
            Odd = 1;
  always @(*) 
  begin
   case(PAR_TYP)
     Even: par_bit = ^P_DATA;
     Odd:  par_bit = ~^P_DATA;
   endcase
 end
endmodule
module serializer #(parameter width = 8)
(
  input       [width-1:0] P_DATA,
  input                   ser_en,
  input                   CLK,RST,
  output  reg             ser_done,
  output  reg             ser_data 
  );
  reg [width-1:0] shift_reg;
  parameter reset_value = 8'b0;
  integer i ;
  always @(posedge CLK or negedge RST)
  begin
    if(!RST) 
    begin
      shift_reg <= reset_value;
      i<=0;
      ser_done <=1'b0;
      ser_data <=1'b0;
    end
    else if (ser_en && i==0 )
      begin
        shift_reg <= P_DATA;
        i <= 1;
      end
    else if (i > 0 && i <= 10 )
      begin
        {shift_reg[width-2:0],ser_data} <= shift_reg ;
        i <= i+1;
        if(i==9) 
        begin
          i <= 0;
          ser_done <= 1'b1;
        end
      end
    end
endmodule
==> flow/run.sh <==
#!/bin/bash
# OpenROAD 26Q1-2900-gdf79404cd8, Yosys 0.63+post, stock flow scripts
make -C /OpenROAD-flow-scripts/flow DESIGN_CONFIG=/design/flow/config.mk WORK_HOME=/design/flow/orfs finish
==> flow/config.mk <==
export PLATFORM = sky130hd
export DESIGN_NAME = UART
export DESIGN_NICKNAME = UART
export VERILOG_FILES = /design/flow/design.v
export SDC_FILE = /design/flow/constraint.sdc
export NUM_CORES = 4
export LEC_CHECK = 1
export CORE_UTILIZATION = 30
==> flow/constraint.sdc <==
current_design UART

set clk_period 3.7
set clk_io_pct 0.2

create_clock -name clk0 -period $clk_period [get_ports {RX_CLK}]
create_clock -name clk1 -period $clk_period [get_ports {TX_CLK}]

set non_clock_inputs [all_inputs -no_clocks]
set_input_delay [expr $clk_period * $clk_io_pct] -clock clk0 $non_clock_inputs
set_output_delay [expr $clk_period * $clk_io_pct] -clock clk0 [all_outputs]
==> impl_metrics.json <==
{
  "outcome": "complete, no violations",
  "yosys.stat.chipArea_sq_um": 3420,
  "grt_antenna_before_repair": 0,
  "finalSetupTns_ns": 0,
  "cell_types_occupying_the_most_area_after_synthesis": "sky130_fd_sc_hd__dfrtp_1 36%, sky130_fd_sc_hd__dfxtp_1 12%, sky130_fd_sc_hd__xnor2_1 5.1%",
  "global_router_s_overall_resource_usage": 0.106,
  "pin_count_of_the_biggest_net_entering_global_routing": 52,
  "post_cts_buffers": 0,
  "synthesis.area_sq_um": 3420,
  "yosys-stat-cells": 320,
  "enable_flop_cells": 0,
  "cp.required_ns": 2.96,
  "static_leakage_nw": 1.73,
  "cts_tree": "built",
  "grt_remaining_overflow": 0,
  "worstSetupPathDepth": 6,
  "maxCapViolCount": 0,
  "floorplan.core_area_sq_um": 11000,
  "buffer_ports.inserted": 30,
  "synth_flops": 72,
  "async_reset_ff_frac": 0.708,
  "setup_viol_count_final": 0,
  "synthFlopType": "sky130_fd_sc_hd__dfrtp_1",
  "post_cts_resize_count": 0,
  "report.final.slew_viol_count": 0,
  "worst-r2r-setup-slack_ns": 1.25,
  "cpMostUsedCell": "sky130_fd_sc_hd__clkdlybuf4s50_1",
  "clk_pin_slew_worst_paths_ns": 0.06,
  "std_cell_rows": 38,
  "grt_pass1_wl_mm": 9.83,
  "p_per_area_nw_per_um2": 531,
  "grt_pass1_vias": 2053,
  "top_area_cell": "sky130_fd_sc_hd__dfrtp_1",
  "synth-seq-area-share": 0.497,
  "worst-slew-pin-transition_ns": 0.619,
  "synthesis.instances": 320,
  "worst_r2r_startpoint": "U_TX0.S0.i[6]",
  "post_layout_nonfiller_instances": 469,
  "most_common_cell": "sky130_fd_sc_hd__dfrtp_1",
  "route.detailed.vias_per_inst": 4.66,
  "syn_to_final_growth_pct": 17.0,
  "yosys-top-cells-count": "49 x sky130_fd_sc_hd__dfrtp_1, 35 x sky130_fd_sc_hd__clkbuf_1, 29 x sky130_fd_sc_hd__nor2_1",
  "worstPathCellList": "clkdlybuf4s50_1 -> xor2_1 -> xnor2_1 -> xnor3_1 -> nor2_1 -> clkdlybuf4s50_1",
  "critPathCaptureType": "output pin",
  "top_level_ports": 34,
  "drc": 0,
  "whs_path_depth": 0,
  "critical_path.max_fanout": 3,
  "crit_slowest_cell": "sky130_fd_sc_hd__clkdlybuf4s50_1",
  "design.die.area_sq_um": 11800,
  "wl_per_cell_microns": 12.2,
  "unrepaired_setup_endpoints_after_global_routing": "false",
  "min_from": "U_TX0.S0.i[9]",
  "crit_buf_inv": 2,
  "final.setup_skew_ns": 0.00905,
  "fin_hold_ws_ns": 0.378,
  "final_area_sq_um": 4000,
  "drt_iter0_drc": 110,
  "drive_gt1_frac": 0.0942,
  "die_w_microns": 109,
  "max_stage_delay_ns": 0.54,
  "gp_congestion": 0.859,
  "num_vias": 2186,
  "timing.max_slew.rel_slack": 0.588,
  "timing_worst_setup_path_type": "primary input to output pin",
  "route.final.wire_length_mm": 5.74,
  "floorplan.initialDensity": 0.311,
  "worstHoldEndpoint": "U_TX0.S0.i[9]",
  "chipHeight_microns": 109,
  "antenna-diode-count": 0,
  "ir_drop_uv": 337,
  "detailed_routing_iteration_count_for_the_pre_antenna_repair_pass": 4,
  "post_synth.cell_area_avg_sq_um": 10.7,
  "detailed_place_hpwl_mm": 4.15,
  "finalCoreUtilization": 0.364,
  "worstReg2RegEnd": "U_TX0.S0.shift_reg[6]",
  "max_reg_flops": 32,
  "ant_nets": 0,
  "final-hold-violation-count": 0,
  "top_cell_area_share": 0.359,
  "reg2regPathDepth": 6,
  "setup.worst_path.start_class": "primary input",
  "nFillCells": 1045,
  "netlist-cell-type-count": 57,
  "ctsHoldBuffers": 0,
  "dpl-instance-area_sq_um": 3770,
  "yosys_warnings": 9,
  "worst_hold_path_type": "flop to flop",
  "tritoncts_num_sinks": 72,
  "worst-endpoint-arrival_ns": 2.64,
  "critical-path-top-delay-family": "buffers and inverters",
  "stage_log_warnings": 37,
  "place.detailed.instances": 457
}
==> cell usage in the layout (no fill, tap or decap), drive strengths merged, types with 8 or more instances in the layout <==
cell type      netlist  routed
nor2                30      30
nand2               11      11
clkbuf              35       8
dfrtp               49      49
inv                 11      13
xnor2               20      20
dfxtp               21      21
nor4                 9       9
mux2i               10      10
ha                  13      13
a22o                 9       9
clkdlybuf4s50        0      29
==> worst max-delay path by stage <==
stage | startpoint | to | slack, ns
global route | REG2[1] | parity_error | 0.19
finish | REG2[1] | parity_error | 0.32
CTS | REG2[1] | parity_error | 0.26
==> stage by stage <==
stage          setup slack, ns  power [W]
6_report                 0.323    0.00212
5_1_grt                  0.186    0.00226
4_1_cts                  0.264    0.00215
3_5_place_dp             0.291    0.00145
3_3_place_gp             0.280    0.00145
2_1_floorplan             1.58    0.00132
==> logic make-up (layout without fill, tap and decap cells) <==
group                      Yosys count  after routing  share of synthesized area
xor gates and xnor gates            28             28                     0.0758
adders and majority gates           14             14                     0.0506
buffers and inverters               47             56                     0.0538
AOI/OAI and AO/OA                   44             44                     0.0974
muxes                               16             16                     0.0491
and+or+nand+nor                     99             99                      0.176
DFF                                 72             72                      0.497
==> routing by layer <==
layer / global-route usage / share of wire / vias to the layer above
met2: 0.151 / 0.41 / 41
met4: 0.0125 / 0.012 / 0
met5: 0 / 0 / -
li1: - / - / 1094
met1: 0.174 / 0.52 / 1044
met3: 0.0225 / 0.048 / 7
==> power by group <==
group	switching, W	total [W]	leakage (nW)	internal [W]
registers	0.0000722	0.000952	0.849	0.000880
clock network	0.000281	0.000681	0.112	0.000400
logic	0.000217	0.000488	0.766	0.000272
==> area by class of cell <==
cell class              instances  area [sq um]  share of cell area
clock buffers                   8           200              0.0501
clock inverters                 4          30.0             0.00751
inverters                      11          41.3              0.0103
multi-input cells             201          1530               0.384
flip-flops and latches         72          1700               0.425
well taps                     140           175              0.0438
repair buffers                 33           318              0.0795
No activity file was given, so power comes from the tool's default toggle rates.
